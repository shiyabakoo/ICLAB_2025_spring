==> flow/design.v <==
module MAZE( 
    input clk,
    input rst_n,
	input in_valid,
	input [1:0] in,
    output reg out_valid,
    output reg [1:0] out
);
reg [1:0] maze [0:18][0:18];
reg [4:0] row;
reg [4:0] col;
reg [4:0] location_x;
reg [4:0] location_y;
reg       start_move;
reg       get_sword; 
reg       finish;
reg       left_no_wall;
reg       right_no_wall;
reg       up_no_wall;      
reg       down_no_wall;
reg       left_empty;
reg       right_empty;
reg       up_empty; 
reg       down_empty;
reg [1:0] previous_move;
reg [1:0] move;
always @(posedge clk or negedge rst_n) begin
    if (!rst_n)
        out <= 2'b00;
    else
        out <= (start_move)? move : 2'b00;
end
always @(posedge clk or negedge rst_n) begin
    if (!rst_n)
        out_valid <= 1'b0;
    else
        out_valid <= start_move;
end
always @(posedge clk or negedge rst_n) begin
    if (!rst_n)
        col <= 0;
    else if (in_valid)
        col <= (col == 16)? 0 : col + 1;
    else
        col <= col;
end
always @(posedge clk or negedge rst_n) begin
    if (!rst_n)
        row <= 0;
    else if (in_valid && (col == 16))
        row <= (row == 16)? 0 : row + 1;
    else 
        row <= row;
end
always @(posedge clk or negedge rst_n) begin
    if (!rst_n) 
        finish <= 1'b0;
    else if (out_valid && !start_move)
        finish <= 1'b1;
    else 
        finish <= 0;
end
integer k;
genvar i, j;
generate
    for(j = 2; j < 17; j = j + 1 )begin
        for(i = 2; i < 17; i = i + 1) begin
            always @(posedge clk or negedge rst_n) begin
                if (!rst_n)
                    maze[i][j] <= 2'b00;
                else if (finish)
                    maze[i][j] <= 2'b00;
                else if (in_valid && ((row == (i - 1)) && (col == (j - 1))))
                    maze[i][j] <= in;
                else if (((maze[i + 1][j] == 2'b01) && (maze[i][j - 1] == 2'b01) && (maze[i][j + 1] == 2'b01)) ||
                         ((maze[i + 1][j] == 2'b01) && (maze[i - 1][j] == 2'b01) && (maze[i][j + 1] == 2'b01)) ||
                         ((maze[i][j - 1] == 2'b01) && (maze[i - 1][j] == 2'b01) && (maze[i][j + 1] == 2'b01)) ||
                         ((maze[i + 1][j] == 2'b01) && (maze[i - 1][j] == 2'b01) && (maze[i][j - 1] == 2'b01))) begin
                      maze[i][j] <= (maze[i][j] != 2'b10)? 2'b01 : 2'b10;
                         end
                else
                    maze[i][j] <= maze[i][j];
            end
        end
    end
endgenerate 
always @(posedge clk or negedge rst_n) begin
    if (!rst_n)
        maze[1][1] <= 2'b00;
    else if (finish)
        maze[1][1] <= 2'b00;
    else if (in_valid && ((row == 0) && (col == 0)))
        maze[1][1] <= in;
    else
        maze[1][1] <= maze[1][1];
end
always @(posedge clk or negedge rst_n) begin
    if (!rst_n)
        maze[1][17] <= 2'b00;
    else if (finish)
        maze[1][17] <= 2'b00;
    else if (in_valid && ((row == 0) && (col == 16)))
        maze[1][17] <= in;
    else if ((maze[1][16] == 2'd1) || (maze[2][17] == 2'd1))
        maze[1][17] <= (maze[1][17] != 2'b10)? 2'b01 : 2'b10; 
    else
        maze[1][17] <= maze[1][17];
end
always @(posedge clk or negedge rst_n) begin
    if (!rst_n)
        maze[17][1] <= 2'b00;
    else if (finish)
        maze[17][1] <= 2'b00;
    else if (in_valid && ((row == 16) && (col == 0)))
        maze[17][1] <= in;
    else if ((maze[16][1] == 2'd1) || (maze[17][2] == 2'd1))
        maze[17][1] <= (maze[17][1] != 2'd2)? 2'd1 : 2'd2; 
    else
        maze[17][1] <= maze[17][1];
end
always @(posedge clk or negedge rst_n) begin
    if (!rst_n)
        maze[17][17] <= 2'b00;
    else if (finish)
        maze[17][17] <= 2'b00;
    else if (in_valid && ((row == 16) && (col == 16)))
        maze[17][17] <= in;
    else
        maze[17][17] <= maze[17][17];
end
always @(posedge clk or negedge rst_n) begin
    if (!rst_n)
        maze[2][1] <= 2'b00;
    else if (finish)
        maze[2][1] <= 2'b00;
    else if (in_valid && ((row == 1) && (col == 0)))
        maze[2][1] <= in;
    else if ((maze[3][1] == 2'd1) && (maze[2][2] == 2'd1))
        maze[2][1] <= (maze[2][1] != 2'd2)? 2'd1 : 2'd2; 
    else
        maze[2][1] <= maze[2][1];
end
always @(posedge clk or negedge rst_n) begin
    if (!rst_n)
        maze[1][2] <= 2'b00;
    else if (finish)
        maze[1][2] <= 2'b00;
    else if (in_valid && ((row == 0) && (col == 1)))
        maze[1][2] <= in;
    else if ((maze[1][3] == 2'd1) && (maze[2][2] == 2'd1))
        maze[1][2] <= (maze[1][2] != 2'd2)? 2'd1 : 2'd2; 
    else
        maze[1][2] <= maze[1][2];
end
always @(posedge clk or negedge rst_n) begin
    if (!rst_n)
        maze[16][17] <= 2'b00;
    else if (finish)
        maze[16][17] <= 2'b00;
    else if (in_valid && ((row == 15) && (col == 16)))
        maze[16][17] <= in;
    else
        maze[16][17] <= maze[16][17];
end  
always @(posedge clk or negedge rst_n) begin
    if (!rst_n)
        maze[17][16] <= 2'b00;
    else if (finish)
        maze[17][16] <= 2'b00;
    else if (in_valid && ((row == 16) && (col == 15)))
        maze[17][16] <= in;
    else
        maze[17][16] <= maze[17][16];
end
generate
    for (i = 3; i < 17; i = i + 1) begin
        always @(posedge clk or negedge rst_n) begin
                if (!rst_n)
                    maze[1][i] <= 2'b00;
                else if (finish)
                    maze[1][i] <= 2'b00;
                else if (in_valid && ((row == 0) && (col == (i - 1))))
                    maze[1][i] <= in;
                else if ( ((maze[2][i] == 2'b01) && (maze[1][i - 1] == 2'b01))   ||
                          ((maze[2][i] == 2'b01) && (maze[1][i + 1] == 2'b01))   ||
                          ((maze[1][i - 1] == 2'b01) && (maze[1][i + 1] == 2'b01))  ) 
                    maze[1][i] <= (maze[1][i] != 2'd2)? 2'd1 : 2'd2;
                else
                    maze[1][i] <= maze[1][i];
            end
    end
endgenerate
generate
    for (i = 3; i < 17; i = i + 1) begin
        always @(posedge clk or negedge rst_n) begin
                if (!rst_n)
                    maze[i][1] <= 2'b00;
                else if (finish)
                    maze[i][1] <= 2'b00;
                else if (in_valid && ((row == (i - 1)) && (col == 0)))
                    maze[i][1] <= in;
                else if ( ((maze[i][2] == 2'b01) && (maze[i + 1][1] == 2'b01) )   ||
                          ((maze[i][2] == 2'b01) && (maze[i - 1][1] == 2'b01) )   ||
                          ((maze[i - 1][1] == 2'b01) && (maze[i + 1][1] == 2'b01)) ) 
                    maze[i][1] <= (maze[i][1] != 2'd2)? 2'd1 : 2'd2;
                else
                    maze[i][1] <= maze[i][1];
            end
    end
endgenerate
generate
    for (i = 2; i < 16; i = i + 1) begin
        always @(posedge clk or negedge rst_n) begin
                if (!rst_n)
                    maze[i][17] <= 2'b00;
                else if (finish)
                    maze[i][17] <= 2'b00;
                else if (in_valid && ((row == (i - 1)) && (col == 16)))
                    maze[i][17] <= in;
                else if ( ((maze[i][16] == 2'b01) && (maze[i + 1][17] == 2'b01) )   ||
                          ((maze[i][16] == 2'b01) && (maze[i - 1][17] == 2'b01) )   ||
                          ((maze[i - 1][17] == 2'b01) && (maze[i + 1][17] == 2'b01))  ) 
                    maze[i][17] <= (maze[i][17] != 2'd2)? 2'd1 : 2'd2;
                else
                    maze[i][17] <= maze[i][17];
            end
    end
endgenerate
generate
    for (i = 2; i < 16; i = i + 1) begin
        always @(posedge clk or negedge rst_n) begin
                if (!rst_n)
                    maze[17][i] <= 2'b00;
                else if (finish)
                    maze[17][i] <= 2'b00;
                else if (in_valid && ((row == 16) && (col == (i-1))))
                    maze[17][i] <= in;
                else if ( (((maze[16][i] == 2'b01) && (maze[17][i - 1] == 2'b01) )      ||
                           ((maze[16][i] == 2'b01) && (maze[17][i + 1] == 2'b01) )      ||
                           ((maze[17][i - 1] == 2'b01) && (maze[17][i + 1] == 2'b01))) && start_move) 
                    maze[17][i] <= (maze[17][i] != 2'd2)? 2'd1 : 2'd2;
                else
                    maze[17][i] <= maze[17][i]; 
            end
    end  
endgenerate
generate
    for (i = 1; i < 18; i = i + 1) begin
        assign maze[i][0] = 2'b01;
        assign maze[i][18] = 2'b01;
        assign maze[0][i] = 2'b01;
        assign maze[18][i] = 2'b01;
    end
endgenerate
assign maze[0][0] = 2'b01;
assign maze[0][18] = 2'b01;
assign maze[18][0] = 2'b01;
assign maze[18][18] = 2'b01;
always @(posedge clk  or negedge rst_n) begin
    if (!rst_n)
        get_sword <= 0;
    else if (finish)
        get_sword <= 0;
    else if ((maze[location_x][location_y + 1]== 2'd2 && move == 2'd0)  ||
             (maze[location_x + 1][location_y] == 2'd2 && move == 2'd1) ||
             (maze[location_x][location_y - 1]== 2'd2 && move == 2'd2)  ||
             (maze[location_x - 1][location_y] == 2'd2 && move == 2'd3) ||
              maze[location_x][location_y] == 2'd2)
        get_sword <= 1;
    else 
        get_sword <= get_sword;
end
always @(posedge clk or negedge rst_n) begin
    if (!rst_n)
        start_move <= 1'b0;
    else if (col == 16 && row == 16)
        start_move <= 1'b1;
    else if (((location_x == 16) && (location_y == 17)) || ((location_x == 17) && (location_y == 16)))
        start_move <= 1'b0;
    else
        start_move <= start_move;
end
always @(posedge clk or negedge rst_n) begin
    if (!rst_n)
        location_x <= 'd1;
    else if (finish)
        location_x <= 'd1;
    else if (start_move) begin
        case (move)
            2'd1: location_x <= location_x + 1;
            2'd3: location_x <= location_x - 1;
            default: location_x <= location_x;
        endcase
    end
    else location_x <= location_x;
end
always @(posedge clk or negedge rst_n) begin
    if (!rst_n)
        location_y <= 'd1;
    else if (finish)
        location_y <= 'd1;
    else if (start_move) begin
        case (move)
            2'd0: location_y <= location_y + 1;
            2'd2: location_y <= location_y - 1;
            default: location_y <= location_y;
        endcase
    end
    else location_y <= location_y;
end
assign left_no_wall = (maze[location_x][location_y - 1] != 2'd1);
assign right_no_wall = (maze[location_x][location_y + 1] != 2'd1);
assign up_no_wall = (maze[location_x - 1][location_y] != 2'd1);
assign down_no_wall = (maze[location_x + 1][location_y] != 2'd1);
assign left_empty = (maze[location_x][location_y - 1][0] != 1'b1);
assign right_empty = (maze[location_x][location_y + 1][0] != 1'b1);
assign up_empty = (maze[location_x - 1][location_y][0] != 1'b1);
assign down_empty = (maze[location_x + 1][location_y][0] != 1'b1);
always @(*) begin
    if (get_sword) begin
        case (previous_move)
        2'd0: if (down_no_wall)
                 move = 2'd1;
              else if (right_no_wall)
                move = 2'd0;
              else if (up_no_wall)
                move = 2'd3;
              else if (left_no_wall)
                move = 2'd2;
            else
                move = 2'd0;
        2'd1: if (left_no_wall)
                 move = 2'd2;
              else if (down_no_wall)
                move = 2'd1;
              else if (right_no_wall)
                move = 2'd0;
              else if (up_no_wall)
                move = 2'd3;
              else
                move = 2'd0;
        2'd2: if (up_no_wall)
                 move = 2'd3;
              else if (left_no_wall)
                move = 2'd2;
              else if (down_no_wall)
                move = 2'd1;
              else if (right_no_wall)
                move = 2'd0;
              else
                move = 2'd0;
        2'd3: if (right_no_wall)
                 move = 2'd0;
              else if (up_no_wall)
                move = 2'd3;
              else if (left_no_wall)
                move = 2'd2;
              else if (down_no_wall)
                move = 2'd1;
              else
                move = 2'd0;
        default: move = 2'd0;
        endcase
    end
    else begin
        case (previous_move)
        2'd0: if (down_empty)
                 move = 2'd1;
              else if (right_empty)
                move = 2'd0;
              else if (up_empty)
                move = 2'd3;
              else if (left_empty)
                move = 2'd2;
              else
                move = 2'd0;
        2'd1: if (left_empty)
                 move = 2'd2;
              else if (down_empty)
                move = 2'd1;
              else if (right_empty)
                move = 2'd0;
              else if (up_empty)
                move = 2'd3;
              else
                move = 2'd0;
        2'd2: if (up_empty)
                 move = 2'd3; 
              else if (left_empty)
                move = 2'd2;
              else if (down_empty)
                move = 2'd1;
              else if (right_empty)
                move = 2'd0;
              else
                move = 2'd0;
        2'd3: if (right_empty)
                 move = 2'd0;
              else if (up_empty)
                move = 2'd3;
              else if (left_empty)
                move = 2'd2;
              else if (down_empty)
                move = 2'd1;
              else
                move = 2'd0;
        default: move = 2'd0;
        endcase
    end
end
always @(posedge clk or negedge rst_n) begin
    if (!rst_n)
        previous_move <= 2'd0;
    else if (start_move)
        previous_move <= move;
    else
        previous_move <= previous_move;
end
endmodule 
==> flow/run.sh <==
#!/bin/bash
# OpenROAD 26Q1-2900-gdf79404cd8, Yosys 0.63+post, stock flow scripts
make -C /OpenROAD-flow-scripts/flow DESIGN_CONFIG=/design/flow/config.mk WORK_HOME=/design/flow/orfs finish
==> flow/config.mk <==
export PLATFORM = sky130hd
export DESIGN_NAME = MAZE
export DESIGN_NICKNAME = MAZE
export VERILOG_FILES = /design/flow/design.v
export SDC_FILE = /design/flow/constraint.sdc
export NUM_CORES = 4
export LEC_CHECK = 1
export CORE_UTILIZATION = 40
==> flow/constraint.sdc <==
current_design MAZE

set clk_period 57.1
set clk_io_pct 0.2

create_clock -name clk0 -period $clk_period [get_ports {clk}]

set non_clock_inputs [all_inputs -no_clocks]
set_input_delay [expr $clk_period * $clk_io_pct] -clock clk0 $non_clock_inputs
set_output_delay [expr $clk_period * $clk_io_pct] -clock clk0 [all_outputs]
==> results.ini <==
[clocking]
cts_num_sinks=608
numCtsBuffers=80
cts-root-buf=clkbuf_16
post-cts-setup-buffers=0
clock_path_buffers=3
postCtsHoldBufs=0
htreeDepth=3
cts_resized=0

[die]
pin_count=8
rows=164
dieWidth_um=450.3
fp.dieH_um=450.3
initCoreUtil_pct=40.27

[grt]
grt_pass1_vias=142400
grt_pass1_wl_um=1481000
track_usage_pct=107.7
grt_max_degree=107
grt-ovfl-total=21690

[logic_synthesis]
synthFlopType=dfrtp_1
yosysTopAreaCell=dfrtp_1
yosysWarnings=82
yosys_cells=12310
ys_seq_share_pct=18.93
top_cells_by_area=dfrtp_1 (19%), a21oi_1 (6.8%), nand2_1 (6.3%)
top_cell_area_share_pct=18.83
syn_area_um2=80400
yosysChipArea_um2=80400
postSynth.asyncResetShare_pct=100.0
edf_count=0
syn_inst=12310
ys.flops=608
syn_avg_cell_area_um2=6.530
synthDistinctLibCells=107

[place]
dp.final_hpwl_um=716700
gp_congestion=1.746
portBuffers=7
postPlaceCellArea_um2=89060

[status]
error=[ERROR GRT-0116] Global routing finished with congestion. Check the congestion regions in the DRC Viewer.
status=stopped before the end
stop_stage=global routing (5_1_grt)

layer usage:
| metal | GRT usage (%) | overflow |
|---|---|---|
| met1 | 104.7 | 4344 |
| met2 | 121.8 | 11230 |
| met3 | 101.0 | 3160 |
| met4 | 98.66 | 2612 |
| met5 | 91.34 | 350 |
through the flow:
stage	instances	setup WS (ps)	total power [W]	utilization, %
2_1_floorplan	12310	43810	0.006661	-
3_3_place_gp	14840	42520	0.01286	44.60
3_5_place_dp	14840	42500	0.01279	44.61
4_1_cts	14980	43300	0.01339	46.04
cell families after synthesis:
family	after synthesis	share of synthesized area, %
XOR/XNOR	83	0.9493
AND-OR/OR-AND	4692	38.72
AND/OR/NAND/NOR	4977	29.23
multiplexers	107	1.394
buffers and inverters	1649	7.865
flip-flops	608	18.93
adder cells (fa/ha/maj)	197	2.913
cells in the mapped netlist (all sizes together), types with 36 or more instances:
master and count:
a2111oi 57, a211oi 271, a21oi 1089, a221oi 97, a222oi 63, a22o 102
a22oi 443, a311oi 46, a31oi 420, a32o 36, a32oi 148, a41oi 39
and3 116, buf 228, clkbuf 1185, dfrtp 605, ha 88, inv 233
maj3 94, mux2i 82, nand2 1348, nand2b 135, nand3 718, nand4 297
nor2 1128, nor2b 224, nor3 625, nor4 186, o2111ai 50, o211ai 205
o21ai 787, o221ai 41, o22ai 335, o31ai 78, o32ai 77, or3 46
xnor2 57
Power figures rest on the tool's default switching activity, not on a simulated workload.
